## flow/design.v

```verilog
module Adder (
    input [31:0] in1, 
    input [31:0] in2,
    output [31:0] out
);
assign out = in1 + in2;
endmodule
```

## flow/run.sh

```bash
#!/bin/bash
# OpenROAD 26Q1-2900-gdf79404cd8, Yosys 0.63+post, stock flow scripts
make -C /OpenROAD-flow-scripts/flow DESIGN_CONFIG=/design/flow/config.mk WORK_HOME=/design/flow/orfs finish
```

## flow/config.mk

```make
export PLATFORM = sky130hd
export DESIGN_NAME = Adder
export DESIGN_NICKNAME = Adder
export VERILOG_FILES = /design/flow/design.v
export SDC_FILE = /design/flow/constraint.sdc
export NUM_CORES = 4
export LEC_CHECK = 1
export CORE_AREA = 10 10 107 107
export DIE_AREA = 0 0 117 117
```

## flow/constraint.sdc

```tcl
current_design Adder

set clk_period 24.1
set clk_io_pct 0.2

create_clock -name clk0 -period $clk_period

set non_clock_inputs [all_inputs -no_clocks]
set_input_delay [expr $clk_period * $clk_io_pct] -clock clk0 $non_clock_inputs
set_output_delay [expr $clk_period * $clk_io_pct] -clock clk0 [all_outputs]
```

==> summary.txt <==
impl run done, here's what came out: RSZ-0062 raised after global routing false, # fillers about 990, Post-synth seq share 0%, Post-Route WL between 6000 and 7000 µm, initial core utilization 18.97%, Final setup violation count 0, Yosys top cell by area ha_1, met3 usage 2.890%, switching pwr 33.10 µW, Pwr Density 29.11 nW/µm², Final Non-Filler Cells 437, setup TNS 0 ps, CP bufs+invs 2, # Cells Yosys ~240, Slew @ Worst Pin 557.2 ps, hold-fix buffers at CTS 0, Cells after Synth between 200 and 250, # IOs approximately 96, per-cell routed wire length between 10 and 15 µm, Gate power share 100.0%, PortBufs 96, Leakage roughly 1.2 nW, number of setup buffers added after CTS 0, share of cells above drive strength 1 under 10%, GRT Residual Overflow 0, CLK BUF 0, clock period minus worst slack between 10,000 and 15,000 ps, Antenna Violating Nets Remaining 0, initial antenna violation count 0, Combinational Area ~1700 µm², slowest cell on the critical path clkdlybuf4s50_1, DP HPWL 5590 µm, Flop pwr share 0%, Worst EP arrival slightly below 8000 ps, top cell family by delay on the critical path AND-OR/OR-AND gates, Critical Path, Cell by Cell clkdlybuf4s50_1 > ha_1 > fa_1 > a21o_1 > a31o_2 > nand3_1 > o221ai_1 > a311oi_1 > o21bai_1 > xor2_1 > clkdlybuf4s50_1, Critical Path Start in1[0], sw frac roughly two fifths, Cell Area, Synth around 1700 µm², First DRT Iteration DRCs a little over 80, GRT Total Usage 8.878%, DP Cell Count around 440, post-synth top area share 22.24%, iteration tally of the first detailed-router pass 4, Avg Inst Size Synth around 7.2 µm², OpenROAD warning count 32, crit-path max FO 4, peak supply drop about 15 µV, CP Data Required Time 19,280 ps, Final Slew Violations 0, WHS Path Cells 3, area of the core just over 9000 µm², DRC violations left 0, Die X roughly 120 µm, pin count of the biggest net entering global routing 11, CP peak stage delay 500 ps, gr busiest metal met2, status completed, Crit Path Category in2out, Startpoint Class input port, Final period util 52.46%, YS warnings 0, register area 0 µm², first-pass GRT wire length between 10,000 and 15,000 µm, Cell Int Power approximately 48 µW, max frequency a little under 80 MHz, Die Span Y 117 µm, Largest cells by area ha_1 (22%), a21oi_1 (8.3%), a21o_1 (8.2%), xor2_1 (7.5%), xnor2_1 (6.5%), Die ar. between 10,000 and 15,000 µm², worst hold path class in2out, Hold Path End out[0], n_diodes 0, FP Rows 35, Via Count about 2,100, yosys stat area 1744 µm², FFs & Latches 0, GP Congestion approximately 0.83, Relative slew margins between 60% and 70%, Max-cap violations 0, grt met2 use 15.34%, Crit. End Element output pin, Worst path most repeated cell clkdlybuf4s50_1, met1 usage 11.19%, HP Start in2[0], post-DR vias/cell slightly below 5, Yosys cell types around 50, cts repair resizes 0, final hold viol count 0, area growth from synthesis to layout 60.55%, Clock power frac 0%, vias in the first global route 2,099
==> layout make-up <==
| class | instances | area share (%) |
|---|---|---|
| Multi-Input combinational cell | 224 | 59.92 |
| Timing Repair Buffer | 96 | 34.32 |
| Tap cell | 111 | 4.960 |
| Inverter | 6 | 0.8043 |
==> stage by stage <==
| step | total power, mW | setup slack (ps) | instance area, µm² | hold slack [ps] | utilization (%) |
|---|---|---|---|---|---|
| 2_1_floorplan | 0.03854 | 12630 | 1744 | 9712 | - |
| 3_3_place_gp | 0.08218 | 11480 | 2800 | 10670 | 30.45 |
| 3_5_place_dp | 0.08197 | 11450 | 2800 | 10680 | 30.45 |
| 4_1_cts | 0.08275 | 11440 | 2800 | 10680 | 30.45 |
| 5_1_grt | 0.09058 | 11290 | 2800 | 10710 | 30.45 |
| 6_report | 0.08151 | 11460 | 2800 | 10670 | 30.45 |
==> power groups by stage <==
| stage | logic (mW) | registers [mW] | clock network [mW] |
|---|---|---|---|
| after CTS | 0.0827 | 0 | 0 |
| final | 0.0815 | 0 | 0 |
| after global routing | 0.0906 | 0 | 0 |
==> metal layers <==
metal,routed length (µm),share of wire [%],vias up
li1,-,-,1098
met2,2863,45,66
met5,0,0,-
met4,0,0,0
met3,696,11,0
met1,2789,44,961
==> synth_stat cells, types with 2 or more instances <==
| cell type | n |
|---|---|
| ha_1 | 31 |
| a21oi_1 | 29 |
| a21o_1 | 19 |
| nand2_1 | 18 |
| xor2_1 | 15 |
| o21ai_0 | 13 |
| xnor2_1 | 13 |
| nor2_1 | 12 |
| nand3_1 | 10 |
| clkbuf_1 | 8 |
| nand4_1 | 8 |
| inv_1 | 6 |
| nor3_1 | 4 |
| o21bai_1 | 4 |
| a211oi_1 | 3 |
| a31oi_1 | 3 |
| o211ai_1 | 3 |
| or2_2 | 3 |
| a311oi_1 | 2 |
| buf_2 | 2 |
| mux2i_1 | 2 |
| nand2b_1 | 2 |
| o21a_1 | 2 |
| o221ai_1 | 2 |
| o311ai_1 | 2 |
==> cells by family after synthesis <==
logic type               share of synthesized area, %
AND-OR/OR-AND                                   39.31
multiplexers                                    1.148
adder cells (fa/ha/maj)                         23.39
buffers and inverters                           3.802
AND/OR/NAND/NOR                                 18.29
XOR/XNOR                                        14.06
==> worst max-delay path by stage <==
stage,endpoint,depth (start not counted),slack [ps]
4_1_cts,out[26],11,11440
5_1_grt,out[26],11,11290
6_report,out[26],11,11460
==> placed cells by master (no fill, tap or decap), types with 2 or more instances in the layout <==
cell type and instances:
o21ai_0 13, a211oi_1 3, o21a_1 2, a21o_1 19, xor2_1 15, o311ai_1 2
nand3_1 10, nand4_1 8, mux2i_1 2, or2_2 3, nor2_1 12, a31oi_1 3
nand2b_1 2, o21bai_1 4, a21oi_1 29, xnor2_1 13, nand2_1 18, a311oi_1 2
clkdlybuf4s50_1 96, nor3_1 4, ha_1 31, inv_1 6, o221ai_1 2, o211ai_1 3
Power and IR drop assume default switching activity.
